[flow/design.v]
`timescale 1ns / 1ps
module dataMemory(
input logic clk,
input logic reset,
input logic WE,
input logic [3:0] A,
input logic [3:0] A2,
input logic [3:0] address,
input logic [3:0] WD,
output logic [7:0] RD,
output logic [7:0] RD2
    );
    logic [7:0] memory [15:0];
    integer j;
    always_ff@(posedge clk)
    begin
    if(WE) memory[address] <= WD;
    if(reset)
    for (j=0; j < 16; j=j+1) begin
            memory[j] <= 8'b0;  
        end
    end
    assign RD = memory[A];
    assign RD2 = memory[A2];
endmodule
[flow/run.sh]
#!/bin/bash
# OpenROAD 26Q1-2900-gdf79404cd8, Yosys 0.63+post, stock flow scripts
make -C /OpenROAD-flow-scripts/flow DESIGN_CONFIG=/design/flow/config.mk WORK_HOME=/design/flow/orfs finish
[flow/config.mk]
export PLATFORM = sky130hd
export DESIGN_NAME = dataMemory
export DESIGN_NICKNAME = dataMemory
export VERILOG_FILES = /design/flow/design.v
export SDC_FILE = /design/flow/constraint.sdc
export NUM_CORES = 4
export LEC_CHECK = 1
export CORE_UTILIZATION = 40
[flow/constraint.sdc]
current_design dataMemory

set clk_period 3.3
set clk_io_pct 0.2

create_clock -name clk0 -period $clk_period [get_ports {clk}]

set non_clock_inputs [all_inputs -no_clocks]
set_input_delay [expr $clk_period * $clk_io_pct] -clock clk0 $non_clock_inputs
set_output_delay [expr $clk_period * $clk_io_pct] -clock clk0 [all_outputs]
==> COMMIT_EDITMSG <==
Update PnR metrics after Yosys + OpenROAD run

* Status: finished clean
* Yosys chip area: 3710 um^2
* Commonest cells after routing, fill and taps aside: nand3_1, a21oi_1, dfxtp_1, o21ai_0, mux4_1
* Required time reported for the critical path endpoint: 2.64 ns
* Total internal power: 1.37 mW
- Of the cells placed in the final design, the portion with a size suffix greater than 1 is 12.1%.
* Pre-antenna DRT Iters: 7
* Final RePlAce weighted congestion: 0.924
* Count of input and output buffers: 26
* Cell family contributing the most delay on the critical path: buffers and inverters
* Critical Path Fanout Max: 2
- Capturing element type of the critical path: output pin
* Switching part of the total: 24.7%
- The clock network is responsible for 44.6% of the overall power.
- Switching power summed over all nets: 448 uW
* Power per Cell Area: 420 nW/um^2
- Late-Pin Clk Latency: 0.34 ns
* Synthesized instance count: 397
- The stage logs contain a warning count of 25.
- The warning tally printed by Yosys for this design is 1.
- Most common logic cell in the routed design: nand3_1
- Most used flip-flop cell: dfxtp_1
- CTS built an H-tree with a depth of 3.
* Regs by FF count: memory (64)
* Setup slack after placement: -0.0422 ns
- The critical path in the final layout is reported with a setup slack of 0.0907 ns.
- Total Die Area: 9670 um^2
* Sinks on Clock Net: 64
* Die Span Y: 98.3 um
* CP most frequent cell: clkdlybuf4s50_1
- Placement Rows: 34
- Ys cells: 397
- Among all stages on the critical path, the maximum delay recorded is 0.59 ns.
- The analysis attributes to cell leakage a power of 1.57 nW.
- After global routing the overflow that remains totals 0.
* Tally of unique sky130hd cells used after synthesis: 27
- Combinational logic burns 12.0% of the power.
* Filler cells: 792
- Cell area after synthesis: 3710 um^2
- Max Clk Rate: 312 MHz
- Antenna repair during routing inserted a diode count of 0.
- Die X-Extent: 98.3 um
* Average cell area after synthesis: 9.35 um^2
- Post-DR vias/cell: 6.38
* Hold WC Path Type: reg -> reg
- Overall via count from detail_route: 3,320
* Total CTS buffers: 9
* Routed wire length per instance: 21.3 um
- Once synthesis finished, the tally of register bits stood at 64.
- Final setup fails: 0
- Register name with the most flops: memory
- The register with the most flip-flops in the layout has 64 of them.
- The final timing report derives a shortest allowable period of 3.21 ns.
- Signal arrival time at the worst endpoint: 2.55 ns
- Register area share after synthesis: 34.5%
- Final period util: 97.3%
* Buffers plus inverters on the worst setup path: 2
- Overall power of the completed layout: 1.82 mW
- Headroom to the max-slew limit came out at 39.8%.
- TritonRoute reported its final design rule violation total as 0.
- Worst ir drop on vdd: 0.000216 V
* Worst clock skew: 0 ns
* Total Routing Usage GR: 23.9%
- The violation tally recorded at the end of detailed-routing iteration 0 is 199.
* Sequential fraction of design power: 43.4%
- Global-route wire length before repair: 17,000 um
* Max-cap viol count: 0
- The most critical hold endpoint after final layout shows a slack of 0.485 ns.
- The wire length recorded after detailed routing is 11,100 um.
- For reference, the clock transition at the flip-flops on the worst setup and hold paths is 0.07 ns.
- Entering global routing, the biggest net connects 45 pins.
- For the pin with the worst max-slew slack, the measured transition is 0.903 ns.
- Setup repair after global routing left no endpoint under its margin.
- Number of nets with antenna violations after detailed routing: 0
- After synthesis, the share of flip-flops with an asynchronous set or reset is 0%.
* EDFF count, synth: 0
- Per the run report, area growth between synthesis and finish was 16.5%.
* Number of endpoints with negative hold slack in the final report: 0
- Clock tree from TritonCTS: yes
* Dpl hpwl: 6780 um
- I/O pins: 35
- The setup path with the least slack is of type in -> out.
* Via count of the first global-routing pass: 3,118
- CP Launch Type: input pin
- Before placement the cells fill 42.0% of the core.
* Crit path max-delay cell type: mux4_1
* Final max-slew violation count: 0
* Maximum clock insertion buffer count: 2
- Per the OpenROAD floorplan log, the area of the core is 8850 um^2.
- Clock tree root driver cell: clkbuf_8
- Walking the worst path, the cells encountered are clkdlybuf4s50_1 > mux4_1 > a22oi_2 > nand3_1 > clkdlybuf4s50_1.
- Number of antenna violations at the first check in global routing: 0
[Yosys cell counts, drive strengths merged (2+ instances only)]
| library cell | n | area, um^2 |
|---|---|---|
| a21oi | 64 | 320 |
| a22oi | 8 | 70.1 |
| and3b | 2 | 17.5 |
| buf | 26 | 195 |
| clkbuf | 28 | 113 |
| dfxtp | 64 | 1280 |
| mux4 | 32 | 833 |
| nand2 | 9 | 33.8 |
| nand2b | 2 | 12.5 |
| nand3 | 81 | 405 |
| nand3b | 2 | 15.0 |
| nor2 | 3 | 11.3 |
| nor2b | 6 | 37.5 |
| o21ai | 64 | 320 |
[power by group through the flow]
stage	sequential [mW]	combinational, mW	clock, mW
CTS	0.788	0.210	0.816
global route	0.789	0.230	0.856
finish	0.789	0.218	0.810
[area by class of cell]
cell class,instances,area (um^2),share of cell area (%)
tap,108,135,3.12
clock buffer,10,128,2.95
sequential,64,1280,29.6
multi-input combinational,286,2160,50.0
clock inverter,6,108,2.49
timing repair buffer,46,512,11.8
[worst reg2reg max path, cell delays in order, from the launching register on]
cell     delay, ns
dfxtp_1       0.39
o21ai_0       0.10
a21oi_1       0.16
[cell families after synthesis]
kind of cell           count (synthesis)  synth area share, %
multiplexers                          32                 22.4
AND-OR/OR-AND                        136                 19.1
flip-flops                            64                 34.5
AND/OR/NAND/NOR                      110                 15.5
buffers and inverters                 54                 8.29
other                                  1                0.101
[per-stage QoR]
step                instance area, um^2  utilization (%)  setup TNS [ns]  cells
floorplan                          3740                -               0    404
global placement                   3980             44.9          -0.155    498
detailed placement                 3980             44.9          -0.136    498
CTS                                4300             48.6               0    519
global route                       4330             48.9               0    520
finish                             4330             48.9               0    520
[what timing repair did]
item,4_1_cts,5_1_grt
endpoints found under the setup margin,6,4
gates cloned,1,1
resized,8,2
buffers inserted,4,0
hold buffers,0,0
[final timing paths]
check | startpoint | endpoint | slack (ns) | depth (start not counted)
hold / removal | memory[0][2]$_SDFFE_PP0P_ | memory[0][2]$_SDFFE_PP0P_ | 0.49 | 2
setup reg to reg | memory[4][0]$_SDFFE_PP0P_ | memory[4][0]$_SDFFE_PP0P_ | 2.58 | 2
hold reg to reg | memory[0][2]$_SDFFE_PP0P_ | memory[0][2]$_SDFFE_PP0P_ | 0.49 | 2
setup / recovery | A[1] | RD[3] | 0.09 | 5
[routing by layer]
metal | wire length [um] | global-route usage (%) | vias up
met5 | 0 | 0 | -
met4 | 212 | 4.36 | 0
met3 | 1200 | 9.45 | 20
met2 | 4910 | 35.3 | 184
met1 | 4770 | 35.0 | 1596
li1 | - | - | 1520
Power is estimated from default activity; no workload was simulated.
