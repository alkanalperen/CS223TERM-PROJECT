### design/flow/config.mk
export PLATFORM = sky130hd
export DESIGN_NAME = instruction
export DESIGN_NICKNAME = instruction
export VERILOG_FILES = /design/flow/design.v
export SDC_FILE = /design/flow/constraint.sdc
export NUM_CORES = 4
export LEC_CHECK = 1
export CORE_AREA = 10 10 83 83
export DIE_AREA = 0 0 93 93
### design/flow/constraint.sdc
current_design instruction

set clk_period 3.7
set clk_io_pct 0.2

create_clock -name clk0 -period $clk_period [get_ports {clk}]

set non_clock_inputs [all_inputs -no_clocks]
set_input_delay [expr $clk_period * $clk_io_pct] -clock clk0 $non_clock_inputs
set_output_delay [expr $clk_period * $clk_io_pct] -clock clk0 [all_outputs]
### design/flow/design.v
`timescale 1ns / 1ps
module instruction(
    input logic clk,
    input logic[4:0] readAddress,
    output logic [15:0] readData,
    output logic [15:0] readData2
    );
    logic [15:0] instructions [31:0];
    always_ff@ (posedge clk)begin
        instructions[0] = 16'b001_1_0000_0000_0100;  
        instructions[1] = 16'b001_1_0001_0000_0101;  
        instructions[2] = 16'b000_0_0000_0000_0000;  
        instructions[3] = 16'b000_0_0000_0001_0001;  
        instructions[4] = 16'b001_1_0100_00000010;  
        instructions[5] = 16'b001_1_0101_00000011;  
        instructions[6] = 16'b000_0_0000_0000_0100;  
        instructions[7] = 16'b000_0_0000_0001_0101;  
        instructions[8] = 16'b001_0_0000_0000_0000;  
        instructions[9] = 16'b001_0_0000_0001_0001;  
        instructions[10] = 16'b001_1_0010_00000000;  
        instructions[11] = 16'b001_1_1111_00000000;  
        instructions[12] = 16'b001_1_0100_00000001;  
        instructions[13] = 16'b101_10001_0010_0001;  
        instructions[14] = 16'b010_0_1111_1111_0000;  
        instructions[15] = 16'b010_0_0010_0010_0100;  
        instructions[16] = 16'b101_01101_0000_0000;  
        instructions[17] = 16'b000_0_0000_0011_1111;  
        instructions[18] = 16'b111_0_0000_0011_0011;  
        instructions[19] = 16'b001_1_0000_0000011;  
    end
    assign readData = instructions[readAddress];
    assign readData2 = instructions[readAddress+1];
endmodule
### design/flow/run.sh
#!/bin/bash
# OpenROAD 26Q1-2900-gdf79404cd8, Yosys 0.63+post, stock flow scripts
make -C /OpenROAD-flow-scripts/flow DESIGN_CONFIG=/design/flow/config.mk WORK_HOME=/design/flow/orfs finish
==> results.toml <==
# synthesis and place-and-route metrics
[sta]
setup_violations = 0
fmax_mhz = 280
rsz0062_at_grt = "no"
fin_setup_tns_ps = 0
timing.final.hold_violations = 0
min_period_ps = 3570
fin_hold_ws_ps = 2510
fin_crit_sh = 0.964
worstMarginPinSlew_ps = 405
worst_slew_margin_rel = 0.730
final_max_slew_viol_count = 0

[cells_and_area]
fin_util = 0.280
seq_cells = 0
clkbuf_count = 0
stdcell_area_um2 = 1440
fin_cells = 253
regArea_um2 = 0
drive_gt1_frac = 0.148
area_delta_synth_final_pct = 46.3

[route]
drc = 0
ant_nets = 0
drt_wl_total_mm = 3.54
antenna_cells = 0
dr_total_vias = 1214
viasPerCell = 4.80
drt_first_pass_iters = 4
wl_per_cell_um = 14.0
drt_iter0_drc = 153

[clocking]
ctsHoldBuffers = 0

[worst_setup_path]
crit_arrival_ps = 2830
cp-start-kind = "primary input"
crit_type = "in -> out"
path_max_fanout = 4
required_ps = 2960
crit_path_end_kind = "output pin"

[global_routing]
gr-usage-all-layers = 0.0801
gr-max-usage-layer = "met1"
met3_usage = 0.00969
globalRoute.totalOverflow = 0
use_met1 = 0.124
grt_max_degree = 46
antenna_found_initial = 0
grt_pass1_vias = 1127
grt_use_met2 = 0.121
grt_pass1_wl_mm = 5.98

[flow_run]
warning_count = 28
maxCapViolCount = 0

[floorplan]
coreArea_um2 = 5140
fp.dieH_um = 93
rows = 26
ios = 38
fp_util = 0.192
die_w_um = 93
chipArea_um2 = 8650

[synthesis]
postSynthSeqShare = 0
synthesis.area_um2 = 985
syn_avg_cell_area_um2 = 6.39
common_cells = "11 x buf_2, 11 x o21ai_0, 9 x nand2b_1, 9 x nor3_1"
yosysWarnings = 194
yosysTopAreaCell = "nand2b_1"
yosys.stat.chipArea_um2 = 985
synth_cells = 154
synth_cell_types = 53
topCellsByArea = "nand2b_1 5.7%, buf_2 5.6%, o21ai_0 5.6%"
yosys_cells = 154
top_area_frac = 0.0572

[power]
p_per_area_nw_per_um2 = 113
p_leak_uw = 0.000537
peakVddDrop_uv = 80.1

[place]
gp_congestion = 0.910
placed_area_um2 = 1410
detailed_place_hpwl_mm = 2.69
portBuffers = 37
dp.cells = 253

[run_status]
status = "complete, no violations"

[hold_path]
min_path_type = "in -> out"
[placed cells by master, fill, tap and decap left out, drive strengths merged, types with 2 or more instances in the layout]
master | netlist | layout
o21ai | 12 | 12
nand3b | 2 | 2
clkdlybuf4s50 | 0 | 36
nor3 | 10 | 10
nand2 | 8 | 8
or3b | 3 | 3
inv | 5 | 5
nand4 | 2 | 2
o211ai | 4 | 4
a21o | 4 | 4
nor2b | 6 | 6
nand2b | 9 | 9
or3 | 4 | 4
xnor2 | 3 | 3
a32oi | 2 | 2
and3b | 4 | 4
nand3 | 5 | 5
buf | 20 | 14
nor2 | 8 | 8
and3 | 2 | 2
o22ai | 8 | 8
or2 | 2 | 2
a21oi | 8 | 8
[cell type report]
| class | instances | area (um^2) |
|---|---|---|
| inverters | 5 | 18.8 |
| fillers | 609 | 3700 |
| well taps | 70 | 87.6 |
| multi-input cells | 127 | 852 |
| repair buffers | 51 | 482 |
[repair_timing]
action	CTS	global route
setup buffers	0	0
hold endpoints to repair	0	0
endpoints found under the setup margin	0	5
resized	0	7
[worst paths after layout]
path | start | slack, ps | cells after the start | endpoint
max | readAddress[1] | 130 | 8 | readData2[14]
min | readAddress[0] | 2510 | 6 | readData2[12]
[report_power, final]
part           internal (uW)  switching, uW  total [uW]
logic                   89.2           73.3         162
clock network              0              0           0
registers                  0              0           0
total                   89.2           73.3         162
[cell families (layout without fill, tap and decap cells)]
| logic type | count (synthesis) | count (layout) | synth area share |
|---|---|---|---|
| AND-OR/OR-AND | 51 | 51 | 0.347 |
| adder cells (fa/ha/maj) | 1 | 1 | 0.0127 |
| XOR/XNOR | 4 | 4 | 0.0356 |
| buffers and inverters | 27 | 56 | 0.163 |
| AND/OR/NAND/NOR | 70 | 70 | 0.431 |
| multiplexers | 1 | 1 | 0.0114 |
[routing by layer]
metal | vias to the layer above | share of wire | wire length [um]
met1 | 549 | 0.47 | 1680
met5 | - | 0 | 0
li1 | 629 | - | -
met3 | 0 | 0.059 | 210
met2 | 36 | 0.47 | 1660
met4 | 0 | 0 | 0
[critical path: stages]
cell and delay (ps):
clkdlybuf4s50_1 470, nand2_1 80, nor2_2 170, ha_4 230, or3_4 350, a21o_1 180
o22ai_2 110, clkdlybuf4s50_1 490
[stage by stage]
step,total power (uW),setup slack (ps)
after floorplan,89.6,784
after global placement,161,109
after detailed placement,161,107
after CTS,161,101
after global routing,182,14.8
final,162,133
Power figures rest on the tool's default switching activity, not on a simulated workload.
