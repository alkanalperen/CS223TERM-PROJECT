## /design/flow/config.mk

```make
export PLATFORM = sky130hd
export DESIGN_NAME = registerFile
export DESIGN_NICKNAME = registerFile
export VERILOG_FILES = /design/flow/design.v
export SDC_FILE = /design/flow/constraint.sdc
export NUM_CORES = 4
export LEC_CHECK = 1
export CORE_UTILIZATION = 40
```

## /design/flow/constraint.sdc

```tcl
current_design registerFile

set clk_period 3.6
set clk_io_pct 0.2

create_clock -name clk0 -period $clk_period [get_ports {clk}]

set non_clock_inputs [all_inputs -no_clocks]
set_input_delay [expr $clk_period * $clk_io_pct] -clock clk0 $non_clock_inputs
set_output_delay [expr $clk_period * $clk_io_pct] -clock clk0 [all_outputs]
```

## /design/flow/design.v

```verilog
`timescale 1ns / 1ps
module registerFile(
    input logic clk,
    input logic reset,
    input logic writeEnable,
    input logic[3:0] A1,
    input logic[3:0] A2,
    input logic[3:0] A3,
    input logic[7:0] WD3,
    output logic[7:0] RD1,
    output logic[7:0] RD2
    );
    logic [7:0] registerArr [15:0];
    integer j;
    always_ff@ (posedge clk)
    begin
        if(writeEnable) registerArr[A3] <= WD3;
        if(reset)
        for (j=0; j < 16; j=j+1) begin
            registerArr[j] <= 8'b0;  
        end
       end
    assign RD1 = registerArr[A1];
    assign RD2 = registerArr[A2];
endmodule
```

## /design/flow/run.sh

```bash
#!/bin/bash
# OpenROAD 26Q1-2900-gdf79404cd8, Yosys 0.63+post, stock flow scripts
make -C /OpenROAD-flow-scripts/flow DESIGN_CONFIG=/design/flow/config.mk WORK_HOME=/design/flow/orfs finish
```

==> deck_impl_summary.md <==
Implementation Results

Run status
  • Status: finished clean

Finish
  • Layout cells sized above 1: 14.6%
  • Most instantiated logic cell after routing: nand3_1
  • Most numerous logic cells after layout: 129 x nand3_1, 128 x a21oi_1, 128 x dfxtp_1, 120 x o21ai_0, 46 x mux4_2
  • Max reg flops: 128
  • P&R area growth vs syn: 14.1%
  • Biggest regs: registerArr: 128 flops
  • Register with the most flip-flops: registerArr
  • Post-layout util: 47.3%

Route
  • Wire per inst: 23.5 um
  • 1st-iter DRT viols: 543
  • Post-DRT Antenna Nets: 0
  • # diodes: 0
  • Vias per cell: 6.57
  • Routed wire length: 22.6 mm
  • Drt first pass iters: 5
  • Residual DRC count: 0
  • Detailed-route via count: 6343

Worst setup path
  • Crit start category: input port
  • CP required: 2.88 ns
  • Setup crit end kind: output port
  • WP data arrival: 2.73 ns
  • Slowest cell on the critical path: nor2_1
  • Crit path largest cell delay: 0.67 ns
  • Crit-path max FO: 8
  • Critical Setup Path Class: in2out
  • Worst Path Buf+Inv: 2
  • Top delay family on crit path: buffers and inverters
  • Crit path cell chain: clkdlybuf4s50_1, nor2_1, a22oi_1, nand2_1, clkdlybuf4s50_1
  • Top cell by count, worst path: clkdlybuf4s50_1

Synthesis
  • Register share after synthesis: 36.9%
  • # Cells Yosys: 754
  • Distinct cells, synth: 25
  • Post-synth EDFFs: 0
  • Count of state elements after synthesis: 128
  • YS chip area: 0.00695 mm2
  • Main flop type after synthesis: dfxtp_1
  • Average size of a mapped cell: 9.22 um2
  • Async set-reset flop share out of synthesis: 0%
  • Syn Std Cell Area: 0.00695 mm2
  • Synthesized instance count: 754
  • Synth warn: 1

STA
  • Clock skew: 0 ns
  • Slew at the pin closest to its max-slew limit: 0.838 ns
  • Post-layout period usage: 95.9%
  • Setup TNS: 0 ns
  • Final hold vios: 0
  • # setup viols final: 0
  • Period minus WS final: 3.45 ns
  • Slew HR: 43.9%
  • F_max: 290 MHz
  • Worst setup slack after layout: 0.146 ns
  • Final Max-Slew Violation Tally: 0
  • Unrepaired setup endpoints after global routing: false

Power and ir drop
  • Logic pwr share: 10.3%
  • Overall power: 3.45 mW
  • Sw frac: 24.5%
  • Pint: 2.60 mW
  • Sequential share of power: 42.0%
  • Power density cells: 435 mW/mm2
  • Leak Pwr: 2.62 nW
  • VDD IR max: 0.340 mV
  • Clock group share of total power: 47.7%
  • P_sw: 0.845 mW

Run
  • # Max-Cap Violations: 0
  • Tool warning count: 25

Clock tree
  • CTS sink cnt: 128
  • Hold_buf cts: 0
  • Latency at later pin: 0.41 ns
  • Max clock buf depth: 2
  • Setup repair bufs after CTS: 0
  • Reg clk slew, reported paths: 0.05 ns
  • CTS tree: done
  • Cts repair resizes: 0
  • CTS H-tree lvls: 4
  • CTS buffer count: 17
  • Root buffer cell: clkbuf_16

Place
  • Worst slack, placed: 0.164 ns
  • Final HPWL from detailed placement: 12.3 mm
  • PortBufs: 38
  • GP Congestion: 0.851

Die
  • Core Box Area: 0.0168 mm2
  • Die Ht: 134 um
  • Die area: 0.0179 mm2
  • I/O pins: 39
  • FP Rows: 47
  • Die width: 134 um
  • Core Util at FP: 41.5%

Global routing
  • Vias in the first global route: 6320
  • First-pass GRT wire length: 35.7 mm
  • Gr ovfl total: 0
  • All-Layer GR Usage: 27.4%
  • Largest net degree at the start of global routing: 65
  • Initial antenna violation count: 0

Min path
  • Hold/Removal Path Class: reg2reg
[worst paths after layout]
check                           from                 end  slack (ns)  cells after the start
setup / recovery               A1[2]              RD1[6]        0.15                      5
hold / removal    registerArr[12][2]  registerArr[12][2]        0.49                      2
setup reg to reg  registerArr[11][1]  registerArr[11][1]        2.90                      2
hold reg to reg   registerArr[12][2]  registerArr[12][2]        0.49                      2
[synth_stat cells (3+ instances only)]
cell      number  area (um2)
nor2_1         3        11.3
o21ai_1        8        40.0
o21ai_0      120         601
a21oi_1      128         641
mux4_1        18         473
dfxtp_1      128        2560
nand2_1       17        63.8
a22oi_1       32         240
mux4_2        46        1040
buf_6          4        45.0
nor2b_1        6        37.5
clkbuf_1      64         240
buf_2         29         145
nand3_1      129         646
and2_1         3        18.8
buf_1          5        18.8
[routing by layer]
metal  up-vias  global-route usage, %  share of wire, %
met5         -                  0.278                 0
met4         0                   4.99               1.9
li1       2813                      -                 -
met1      3075                   38.0                40
met2       419                   39.8                45
met3        36                   14.1                13
[tightest hold or removal path: cells and delay by family, from the launching register on]
family / cells / cell delay, ns
DFF: 1 / 0.31
AOI/OAI and AO/OA: 2 / 0.13
[cell families after synthesis]
kind of cell	share of synthesized area (%)
flops	36.9
mux	21.7
simple gates	12.3
compound gates	21.9
buf+inv	7.25
[power groups by stage]
| stage | clock [mW] | sequential, mW | combinational (mW) |
|---|---|---|---|
| 6_report | 1.65 | 1.45 | 0.356 |
| 5_1_grt | 1.73 | 1.45 | 0.374 |
| 4_1_cts | 1.66 | 1.45 | 0.347 |
[stage by stage]
step	area (um2)	hold slack (ns)	std cells
2_1_floorplan	6950	0.457	754
3_3_place_gp	7360	0.465	933
3_5_place_dp	7360	0.476	933
4_1_cts	7930	0.483	965
5_1_grt	7930	0.503	965
6_report	7930	0.485	965
[final cells by class]
| cell class | count | area, um2 |
|---|---|---|
| repair buffers | 65 | 621 |
| flip-flops and latches | 128 | 2560 |
| well taps | 220 | 275 |
| multi-input cells | 520 | 3900 |
| clock buffers | 27 | 523 |
| clock inverters | 5 | 50.0 |
| fillers | 1469 | 8830 |
No activity file was given, so power comes from the tool's default toggle rates.
